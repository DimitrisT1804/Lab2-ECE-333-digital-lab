File: flow/config.mk
export PLATFORM = sky130hd
export DESIGN_NAME = SIPO
export DESIGN_NICKNAME = SIPO
export VERILOG_FILES = /design/flow/design.v
export SDC_FILE = /design/flow/constraint.sdc
export NUM_CORES = 4
export LEC_CHECK = 1
export CORE_AREA = 10 10 70 70
export DIE_AREA = 0 0 80 80
File: flow/constraint.sdc
current_design SIPO

set clk_period 1.0
set clk_io_pct 0.2

create_clock -name clk0 -period $clk_period [get_ports {clk}]

set non_clock_inputs [all_inputs -no_clocks]
set_input_delay [expr $clk_period * $clk_io_pct] -clock clk0 $non_clock_inputs
set_output_delay [expr $clk_period * $clk_io_pct] -clock clk0 [all_outputs]
File: flow/design.v
module SIPO(clk, reset, SI, shift, PO);
input SI, clk, reset, shift;
output [7:0] PO;         
reg [0:7] tmp;
always @(posedge clk or posedge reset)
begin
    if(reset)   
        tmp <= 0;
    else
    begin
        if(shift == 1)
            tmp = {SI, tmp[0:6]};
    end
end
assign PO = tmp;
endmodule
File: flow/run.sh
#!/bin/bash
# OpenROAD 26Q1-2900-gdf79404cd8, Yosys 0.63+post, stock flow scripts
make -C /OpenROAD-flow-scripts/flow DESIGN_CONFIG=/design/flow/config.mk WORK_HOME=/design/flow/orfs finish
==> flow_summary.yaml <==
# yosys + openroad results
timing:
  setup_viol_count_final: 0
  final_hold_viol_count: 0
  worst-slew-pin-transition_ns: 0.3121
  layout_min_cycle_time_ns: 0.9591
  fin_crit_sh_pct: 95.91
  grt_setup_unrepaired: "true"
  finalMaxSlewViolations: 0
  relSlewSlack_pct: 79.17
  clock_skew_ns: 0.0004380
  max_freq_ghz: 1.043
routing:
  post_drt_via_cell_ratio: 2.605
  num_antenna_cells: 0
  drtPass1Iterations: 2
  drt.antenna.violating_nets: 0
  finalWirelength_um: 731
  remaining_drc_errors: 0
  detailroute.via_count: 224
  number_of_drc_violations_after_detailed_routing_iteration_0: 4
  route.detailed.wl_per_inst_um: 8.500
final_layout:
  fin_util_pct: 16.41
  final-seq-area_um2: 200.2
  final_area_um2: 560.5
  reg.largest.list: "tmp x8"
  largest_register_ff_count: 8
  largest_register: "tmp"
  area.growth.synth_to_final_pct: 67.16
  logic_area_um2: 120.1
  share_of_final_layout_standard_cells_stronger_than_drive_strength_1_pct: 70.00
  fillers: 397
synthesis:
  top_area_cell: "sky130_fd_sc_hd__dfrtp_1"
  chip_area_from_the_yosys_synthesis_statistics_um2: 335.3
  synth_cell_types: 4
  biggest_area_cells: "sky130_fd_sc_hd__dfrtp_1 (60%), sky130_fd_sc_hd__mux2_4 (36%), sky130_fd_sc_hd__buf_6 (3.4%), sky130_fd_sc_hd__inv_1 (1.1%)"
  synth_flops: 8
  synth.avg_cell_area_um2: 18.63
  netlist_instances: 18
  syn-cell-area_um2: 335.3
  synth.yosys.seq_area_share_pct: 59.70
  yosys.area.top_type_share_pct: 59.70
  synth-warning-count: 1
  synth-cells-yosys: 18
grt:
  grtUsageTotal_pct: 2.771
  grt_antenna_before_repair: 0
  grt_start_max_net_pins: 9
  first_global_vias: 273
  gr-total-overflow: 0
  grt_first_pass_wirelength_um: 1352
clock_network:
  inserted_clock_buffers: 3
  cts_hold_repair.buffers: 0
  clk_root_buffer_cell: "sky130_fd_sc_hd__clkbuf_4"
  tritoncts: "built"
  cts_htree_levels: 1
  worst_skew_pair.late_latency_ns: 0.25
  cts_max_path_buffers: 2
  number_of_sinks_on_the_clock_net: 8
  cts.reportedPaths.clkPinSlew_ns: 0.05
run_status:
  run_status: "finished, final reports clean"
die:
  vertical_die_dimension_um: 80
  die.size.x_um: 80
  core_area_mm2: 0.003416
  design.die.area_mm2: 0.006400
  core_util_floorplan_pct: 9.817
  count_of_pins_on_the_block_boundary: 12
  row_count: 21
job:
  cap_violations: 0
  stage_log_warnings: 26
placed_design:
  placement.io_buffers: 11
  placedInstanceArea_um2: 556.8
  gp_congestion: 0.6769
setup_path:
  crit_family: "flip-flops"
  critPathSlowestCell: "sky130_fd_sc_hd__dfrtp_1"
  worstPathArrival_ns: 0.76
  endpoint_kind: "primary output"
  timing_worst_setup_path_type: "flop to primary output"
  cp.buffers_inverters: 1
  timing.critical_path.fanout_max: 2
  timing.critical_path.from_type: "flop"
  crit_path_cell_trace: "buf_2"
  reg2reg_setup_slack_ns: 0.05
  critical-path-max-stage-delay_ns: 0.39
  crit_required_ns: 0.80
power_and_ir_drop:
  vdd.ir_drop.worst_mv: 0.6467
  power_per_standard_cell_area_mw_per_mm2: 2004
  power_leakage_nw: 0.2754
hold_path:
  timing.hold.worst.class: "primary input to asynchronous set/reset pin"
==> where the power goes <==
| part | internal, mW | switching [mW] | leakage, nW |
|---|---|---|---|
| sequential | 0.411 | 0.0464 | 0.0945 |
| clock | 0.137 | 0.105 | 0.0138 |
| combinational | 0.323 | 0.101 | 0.167 |
| total | 0.871 | 0.252 | 0.275 |
==> cell families (layout without fill, tap and decap cells) <==
kind of cell | count (synthesis) | after routing | synth area share, %
flip-flops | 8 | 8 | 59.70
multiplexers | 8 | 8 | 35.82
buffers and inverters | 2 | 24 | 4.476
==> synthesized netlist by cell type (all sizes together) <==
| cell type | count |
|---|---|
| buf | 1 |
| dfrtp | 8 |
| inv | 1 |
| mux2 | 8 |
==> area by class of cell <==
type / instances / share of cell area, %
well taps: 46 / 10.27
flip-flops and latches: 8 / 35.71
repair buffers: 20 / 27.90
multi-input cells: 8 / 21.43
clock buffers: 3 / 4.018
inverters: 1 / 0.6696
==> placed cells by master, fill, tap and decap left out <==
cell type / instances
sky130_fd_sc_hd__buf_4: 6
sky130_fd_sc_hd__buf_12: 1
sky130_fd_sc_hd__mux2_4: 8
sky130_fd_sc_hd__dlygate4sd2_1: 1
sky130_fd_sc_hd__clkbuf_4: 3
sky130_fd_sc_hd__buf_2: 8
sky130_fd_sc_hd__buf_6: 2
sky130_fd_sc_hd__dfrtp_1: 8
sky130_fd_sc_hd__clkdlybuf4s50_1: 2
sky130_fd_sc_hd__inv_1: 1
==> worst reg2reg max path, stage by stage, from the launching register on <==
cell and delay (ns):
sky130_fd_sc_hd__dfrtp_1 0.38, sky130_fd_sc_hd__buf_6 0.12, sky130_fd_sc_hd__buf_6 0.10, sky130_fd_sc_hd__mux2_4 0.25
==> metal layers <==
metal / GRT usage, % / routed length [um] / vias to the layer above
met4: 0.7042 / 21 / 0
met1: 4.054 / 388 / 101
met5: 0 / 0 / -
met3: 2.500 / 122 / 4
met2: 2.648 / 199 / 13
li1: - / - / 106
==> what timing repair did <==
item                       4_1_cts  5_1_grt
setup endpoints to repair       16        4
gates resized                   25        2
setup buffers                    3        0
hold endpoints to repair         0        0
pin swaps                        0        0
==> metrics by stage <==
step | TNS (ns) | instances | setup WS [ns] | hold WS, ns | power [mW]
final | 0 | 86 | 0.04092 | 0.2089 | 1.123
after global placement | -2.226 | 81 | -0.2667 | 0.4681 | 0.9180
after detailed placement | -2.297 | 81 | -0.2765 | 0.4733 | 0.9171
after floorplan | 0 | 18 | 0.2579 | 0.01566 | 0.5919
after CTS | 0 | 87 | 0.001668 | 0.2121 | 1.135
after global routing | -0.01803 | 86 | -0.01768 | 0.2171 | 1.228
==> worst paths after layout <==
kind                             start     end  cells after the start
worst min-delay path             reset  tmp[7]                      2
min in group clk0                shift  tmp[0]                      3
worst max register to register  tmp[7]  tmp[7]                      3
worst min register to register  tmp[1]  tmp[2]                      1
worst max-delay path            tmp[2]   PO[5]                      1
max in group asynchronous        reset  tmp[4]                      2
Power figures rest on the tool's default switching activity, not on a simulated workload.
